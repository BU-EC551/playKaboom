### config.mk
export PLATFORM = sky130hd
export DESIGN_NAME = seven_segment
export DESIGN_NICKNAME = seven_segment
export VERILOG_FILES = /design/flow/design.v
export SDC_FILE = /design/flow/constraint.sdc
export NUM_CORES = 4
export LEC_CHECK = 1
export CORE_AREA = 10 10 101 101
export DIE_AREA = 0 0 111 111
### constraint.sdc
current_design seven_segment

set clk_period 2.8
set clk_io_pct 0.2

create_clock -name clk0 -period $clk_period [get_ports {clk}]

set non_clock_inputs [all_inputs -no_clocks]
set_input_delay [expr $clk_period * $clk_io_pct] -clock clk0 $non_clock_inputs
set_output_delay [expr $clk_period * $clk_io_pct] -clock clk0 [all_outputs]
### design.v
`timescale 1ns / 1ps
module seven_segment (
	input clk,
	input [15:0] data_in,
	output [6:0] seven_out,   
	output reg [3:0] digit
    );
	reg [3:0] four_bits_in;
   binary_to_seven SEVEN( .data_in(four_bits_in), 
			.data_out(seven_out));
	initial begin
		digit = 4'b1110;
	end
	parameter N = 10;	 
	reg [N-1:0] count;
	reg slow_clk;
	always @ (posedge clk) begin
		count <= count + 1'b1;
		slow_clk <= count[N-1];
	end
	always @(posedge slow_clk)
	case(digit)
		4'b1110: begin
			digit <= 4'b1101;
			four_bits_in <= data_in[7:4];
		end
		4'b1101: begin
			digit <= 4'b1011;
			four_bits_in <= data_in[11:8];
		end
		4'b1011: begin
			digit <= 4'b0111;
			four_bits_in <= data_in[15:12];
		end
		4'b0111: begin
			digit <= 4'b1110;
			four_bits_in <= data_in[3:0];
		end
		default: begin
			digit <= 4'b1110;
			four_bits_in <= data_in[3:0];
		end
	endcase
endmodule
module binary_to_seven (
	output reg [6:0] data_out, 
	input [3:0] data_in
	);
always @ (data_in)
	case (data_in)
		  4'b0000:	data_out <= 7'b0000001;   
        4'b0001:	data_out <= 7'b1001111;
        4'b0010:	data_out <= 7'b0010010;
        4'b0011:	data_out <= 7'b0000110;
        4'b0100:	data_out <= 7'b1001100;
        4'b0101:	data_out <= 7'b0100100;
        4'b0110:	data_out <= 7'b0100000;
        4'b0111:	data_out <= 7'b0001111;
        4'b1000:	data_out <= 7'b0000000;
        4'b1001:	data_out <= 7'b0000100;
        4'b1010:	data_out <= 7'b0001000;
        4'b1011:	data_out <= 7'b1100000;
        4'b1100:	data_out <= 7'b0110001;
        4'b1101:	data_out <= 7'b1000010;
        4'b1110:	data_out <= 7'b0110000;
        4'b1111:	data_out <= 7'b0111000;
	endcase
endmodule
### run.sh
#!/bin/bash
# OpenROAD 26Q1-2900-gdf79404cd8, Yosys 0.63+post, stock flow scripts
make -C /OpenROAD-flow-scripts/flow DESIGN_CONFIG=/design/flow/config.mk WORK_HOME=/design/flow/orfs finish
==> out/summary.txt <==
status = complete, no violations
vias = 826
FF-to-FF path depth = 5
Power Total = 351 µW
Crit Path Class = register to register
WP data required = 2.92 ns
LEAKAGE = 0.000574 µW
unrepaired setup endpoints after global routing = false
fmax = 809 MHz
Synth Register Bits = 22
Async SR Flop Fraction = 0
worst stage delay on the critical path = 0.40 ns
Util after Layout = 0.189
Routed wire per std cell = 9.32 µm
initial antenna violation count = 0
synthesized area per cell = 10.0 µm²
clk slew on worst S/H paths = 0.04 ns
post-route cell area = 1540 µm²
tool warnings = 29
first-pass GRT wire length = 3780 µm
RR Startpoint = count[2]
CTS root buffer = clkbuf_8
Setup TNS = 0 ns
min-delay worst type = register to register
height of the die = 111 µm
CP Launch Type = register
placed cell areas = 1490 µm²
floorplan utilization = 0.138
1st-pass router iterations = 3
core area = 8130 µm²
CTS tree = done
routability cong. = 0.745
Synth Instances = 112
total net switching power = 66.0 µW
beginning of the worst hold path = count[9]
CP top delay family = simple AND/OR/NAND/NOR gates
Reg2Reg Setup Slack = 1.56 ns
minimum clock period = 1.24 ns
Rows = 33
Total Wirelength = 2280 µm
half-perimeter wire length after placement = 1820 µm
count of different cell masters after synthesis = 29
GRT Overall Usage = 0.0353
DRC violation count after routing = 0
endpoints left unconstrained = 22
Syn Std Cell Area = 1120 µm²
Die W = 111 µm
H-tree lvl count = 1
GRT Residual Overflow = 0
placed cell count = 240
CP max stage cell = dfxtp_1
layout cell share with drive strength beyond 1 = 0.0719
Clk network pwr share = 0.428
Comb power frac = 0.123
Max-Cap Viols = 0
Syn-to-layout area delta = 37.1%
final hold violation count = 0
# setup viols final = 0
yosys stat area = 1120 µm²
Pins Over Slew Limit = 0
CTS buffer count = 3
worst path bufs/invs = 0
Ports = 28
clk ins delay skew pair = 0.23 ns
Seq pwr share = 0.449
Hold Crit Depth = 0
Switching Fraction = 0.188
number of enable flip-flop cells = 0
endpoint class of the critical path = register
Non-Filler Instances = 244
fin crit share = 0.442
Slew HR = 0.465
Antenna diodes = 0
chip area = 12300 µm²
post-CTS sizing = 0
register pins left without a clock = 11
WHS Endpoint = slow_clk
yosys warns = 2
CTS hold repair buffers = 0
main flop type = dfxtp_1
Seq share, synth = 0.393
Post-CTS Setup Bufs = 0
Routed Antenna Nets = 0
Port Buffer Count = 27
FF-to-FF End = count[9]
# Cells Yosys = 112
maximum vdd drop = 0.369 mV
P_int = 285 µW
Pwr per Cell Area = 228 nW/µm²
CP Max Fanout = 5
vias in the first global route = 773
Cell Chain, Critical Path = and4_1 -> nand2_1 -> nor2_1 -> nand3_1 -> xnor2_1
largest net degree at the start of global routing = 15
1st-iter DRT viols = 11
Final Skew = 0.000262 ns
slew at the pin closest to its max-slew limit = 0.801 ns
Vias/cell = 3.39
number of buffers on the longest clock path = 2
Worst EP arrival = 1.36 ns
worst register-to-register path, stage by stage, from the launching register on:
cell     delay (ns)
dfxtp_1        0.40
and4_1         0.26
nand2_1        0.07
nor2_1         0.16
nand3_1        0.11
xnor2_1        0.13
metrics by stage:
| step | setup WS [ns] | hold WS [ns] |
|---|---|---|
| 2_1_floorplan | 1.66 | 0.350 |
| 3_3_place_gp | 1.62 | 0.358 |
| 3_5_place_dp | 1.58 | 0.363 |
| 4_1_cts | 1.55 | 0.370 |
| 5_1_grt | 1.45 | 0.382 |
| 6_report | 1.56 | 0.365 |
kinds of logic after synthesis:
family | after synthesis | share of synthesized area
buf+inv | 16 | 0.0714
flops | 22 | 0.393
xor+xnor | 10 | 0.0781
fa+ha+maj | 7 | 0.0781
simple gates | 33 | 0.175
mux | 7 | 0.0647
compound gates | 17 | 0.140
area by class of cell:
| class | instances | area (µm²) |
|---|---|---|
| clock buffers | 4 | 45.0 |
| repair buffers | 28 | 278 |
| multi-input cells | 74 | 601 |
| inverters | 11 | 41.3 |
| fillers | 883 | 6600 |
| flip-flops and latches | 22 | 440 |
| well taps | 105 | 131 |
worst max path at each step:
stage | start | end | slack, ns | cells past startpoint
after global routing | count[2] | count[9] | 1.45 | 5
after CTS | count[2] | count[9] | 1.55 | 5
final | count[2] | count[9] | 1.56 | 5
per-layer routing:
layer  track usage  vias up  part of all wire
li1              -      444                 -
met5             0        -                 0
met1        0.0485      360              0.52
met3        0.0126        0             0.065
met2        0.0546       22              0.41
met4      0.000868        0                 0
flip-flops by register name, indices dropped and copies added (netlist names):
signal,cells
slow_clk,1
digit,4
count,10
seven_out,7
power by group through the flow:
stage	registers (µW)	logic, µW	clock network, µW
global route	157	47.8	165
CTS	157	44.0	156
finish	158	43.3	150
cells in the final DEF (no fill, tap or decap), types with 4 or more instances in the layout:
master,n
a21oi_1,5
ha_1,7
mux2i_1,5
xnor2_1,7
nor2_1,5
nor3b_1,4
dfxtp_1,22
clkdlybuf4s50_1,27
nand2_1,6
inv_1,11
nand3_1,5
nand3b_1,9
cell usage after synthesis, types with 3 or more instances:
master    instances  area share
xnor2_1           7       0.055
nand3b_1          9       0.060
mux2i_1           5       0.045
nor2_1            5       0.017
inv_1            11       0.037
nand2_1           6       0.020
nand3_1           5       0.022
a21oi_1           5       0.022
ha_1              7       0.078
xor2_1            3       0.023
nor3b_1           4       0.027
dfxtp_1          22        0.39
Power figures rest on the tool's default switching activity, not on a simulated workload.
