==> /design/flow/design.v <==
module clk_div(
	input play,
	input Clk_in,
	output reg Clk_out,
	output reg gain,
	output reg shutdown
	);
parameter sys_clk = 100000000;	 
parameter clk_out = 440;  
reg [20:0] duration = 400;  
reg [20:0] max = sys_clk / (2*clk_out);  
reg [20:0] counter = 0;  
reg [30:0] i = 1000;
always@(posedge Clk_in)
begin
	if(play)
	begin
	max <= sys_clk / (2*clk_out);
		gain <= 0;  
		shutdown <= 1;  
				if(counter == max-1)
					begin
					counter <= 0;
					Clk_out <= ~Clk_out;
					end
				else
					begin
					counter <= counter + 1'd1;
					end
			if(duration==0)
				begin
				max <= max-1;  
				duration <= 500;
				end
			else
				begin
				duration <= duration-1;
				end
	end  
end  
always@(posedge Clk_in)  
begin
				if(counter == max-1)
					begin
					counter <= 0;
					Clk_out <= ~Clk_out;
					end
				else
					begin
					counter <= counter + 1'd1;
					end
end  
endmodule
==> /design/flow/run.sh <==
#!/bin/bash
# OpenROAD 26Q1-2900-gdf79404cd8, Yosys 0.63+post, stock flow scripts
make -C /OpenROAD-flow-scripts/flow DESIGN_CONFIG=/design/flow/config.mk WORK_HOME=/design/flow/orfs finish
==> /design/flow/config.mk <==
export PLATFORM = sky130hd
export DESIGN_NAME = clk_div
export DESIGN_NICKNAME = clk_div
export VERILOG_FILES = /design/flow/design.v
export SDC_FILE = /design/flow/constraint.sdc
export NUM_CORES = 4
export LEC_CHECK = 1
export CORE_UTILIZATION = 30
==> /design/flow/constraint.sdc <==
current_design clk_div

set clk_period 5.6
set clk_io_pct 0.2

create_clock -name clk0 -period $clk_period [get_ports {Clk_in}]

set non_clock_inputs [all_inputs -no_clocks]
set_input_delay [expr $clk_period * $clk_io_pct] -clock clk0 $non_clock_inputs
set_output_delay [expr $clk_period * $clk_io_pct] -clock clk0 [all_outputs]
==> impl_metrics.py <==
# Generated from Yosys and OpenROAD reports
metrics = {
    "synthesis": {
        "synth.lib_cells_used.distinct": 52,
        "synth_sequential_area_ratio": 0.548,
        "number_of_flops_mapped_to_enable_cells_by_yosys": 64,
        "yosys_cells": 376,
        "synth-warning-count": 1,
        "synth_async_sr_flop_share": 0,
        "synth_top_flop_cell": "sky130_fd_sc_hd__edfxtp_1",
        "ys_area_um2": 4310,
        "number_of_synthesized_register_bits": 86,
    },
    "outcome": {
        "run_status": "aborted with a tool error",
        "failed_stage": "synthesis",
        "firstError": "ERROR: Found 22 problems in 'check -assert'.",
    },
}
-- cells in the mapped netlist (all sizes together) (2+ instances only) --
library cell,instances,area (um^2)
buf,6,53.8
clkbuf,9,35.0
xnor2,46,403
nor4,10,90.1
a21oi,6,30.0
a2bb2oi,2,17.5
or3,10,62.6
and3,7,43.8
inv,6,22.5
nor2,51,191
nor3b,3,22.5
xor3,2,47.6
nand2,24,90.1
and4,3,26.3
xor2,24,210
and2,2,12.5
nand2b,2,12.5
o21ai,5,25.0
nor3,18,106
ha,3,37.5
xnor3,3,67.6
conb,2,7.51
nand4,8,56.3
edfxtp,64,1920
or4,11,86.3
a211oi,2,15.0
nand3,8,40.0
nor2b,3,18.8
dfxtp,22,440
o31a,2,17.5
-- cell families after synthesis --
family / after synthesis / synth area share
other: 2 / 0.00174
XOR/XNOR: 75 / 0.169
adder cells (fa/ha/maj): 3 / 0.00871
buffers and inverters: 21 / 0.0258
AND-OR/OR-AND: 26 / 0.0424
flip-flops: 86 / 0.548
AND/OR/NAND/NOR: 163 / 0.205
