### flow/run.sh
#!/bin/bash
# OpenROAD 26Q1-2900-gdf79404cd8, Yosys 0.63+post, stock flow scripts
make -C /OpenROAD-flow-scripts/flow DESIGN_CONFIG=/design/flow/config.mk WORK_HOME=/design/flow/orfs finish
### flow/config.mk
export PLATFORM = sky130hd
export DESIGN_NAME = score_2_dec
export DESIGN_NICKNAME = score_2_dec
export VERILOG_FILES = /design/flow/design.v
export SDC_FILE = /design/flow/constraint.sdc
export NUM_CORES = 4
export LEC_CHECK = 1
export CORE_AREA = 10 10 79 79
export DIE_AREA = 0 0 89 89
### flow/constraint.sdc
current_design score_2_dec

set clk_period 11.4
set clk_io_pct 0.2

create_clock -name clk0 -period $clk_period

set non_clock_inputs [all_inputs -no_clocks]
set_input_delay [expr $clk_period * $clk_io_pct] -clock clk0 $non_clock_inputs
set_output_delay [expr $clk_period * $clk_io_pct] -clock clk0 [all_outputs]
### flow/design.v
`timescale 1ns / 1ps
module score_2_dec(
	input [9:0] bin_in,
	output reg [3:0] dec_1,
	output reg [3:0] dec_10,
	output reg [3:0] dec_100,
	output reg [3:0] dec_1000
    );
	 reg [25:0] shift;
	 integer i;
	 always @ (bin_in) begin
		shift = 0;
		shift [9:0] = bin_in;
		for (i=0; i<10; i=i+1) begin
			if (shift [13:10] >= 5) 
				shift[13:10] = shift[13:10] + 3;
			if (shift [17:14] >= 5) 
				shift[17:14] = shift[17:14] + 3;
			if (shift [21:18] >= 5) 
				shift[21:18] = shift[21:18] + 3;
			if (shift [25:22] >= 5) 
				shift[21:18] = shift[21:18] + 3;
			shift = shift << 1;
		end
	dec_1 = shift[13:10]; 
	dec_10 = shift[17:14]; 
	dec_100 = shift[21:18]; 
	dec_1000 = shift[25:22]; 
	end
endmodule
==> datasheet_impl.txt <==
Characteristics after synthesis and place and route

Parameter                              Value

Yosys
  Count of mapped cells out of synthesis    260
  Average size of a mapped cell    7.13 um2
  Netlist cell types    approximately 73
  Synthesis area per yosys    1850 um2
  Number of warning messages in the yosys log    1
  Mapped Area    1850 um2
  # Cells Yosys    260
  Sequential-to-total area share from yosys stat    0%

Detailed routing
  Antenna diode count    0
  Post-route ant nets    0
  Number of search-and-repair iterations in the first detailed-routing pass    4
  DR DRC count    0
  Initial DRC count    48
  Average via count per standard cell    between 5 and 6
  Detailed-route wire length    4460 um
  Detailed-route wire length per cell    13.5 um
  Via count    roughly 1900

Cells and area
  Ratio of cells with drive above 1 in the final layout    15.5%
  Non-Filler Instances    331
  Layout filler cell count    473
  Relative area change from synthesis to final layout    16.7%
  Sequential cell area    0 um2
  Number of clock buffers in the layout    0
  Flop count    0

Floorplanning
  I/O pins    26
  Floorplan die area    slightly below 8000 um2
  DIE HEIGHT    89 um
  Number of core rows    25
  Area of the core    4660 um2
  Initial core utilization    39.8%
  Die boundary width    89 um

STA
  Time the final worst path needs with I/O delays and setup    10.85 ns
  Fmax    92.1 MHz
  Unrepaired setup endpoints after global routing    false
  Period utilization    95.2%
  Slew HR    54.3%
  Setup WS post-layout    ~0.55 ns
  Transition at the pin with the smallest max-transition slack    0.680 ns
  Number of pins with negative max-slew slack in the final report    0
  Final setup TNS    0 ns
  Setup-failing EPs final    0
  Number of hold-slack violations in the final timing report    0

Critical path
  Launching element type of the critical path    primary input
  Top cell by count, worst path    ha_1
  CP Capture Type    primary output
  Worst stage delay on the critical path    0.49 ns
  Worst setup path start    bin_in[8]
  Worst path arrival time    8.57 ns
  CP endpoint    dec_100[2]
  Setup Crit Path Kind    in2out
  Required time of the critical path    9.12 ns
  Maximum fanout encountered on the critical timing path    8
  Library cell contributing the largest single delay on the critical path    clkdlybuf4s50_1

Placed design
  Port Buffer Count    21
  Placed wire-length estimate    between 3000 and 4000 um
  Placed insts    330
  Pre-CTS setup slack    0.253 ns
  Final RePlAce weighted congestion    ~0.88

Global routing
  Via count of the first global-routing pass    about 1700
  Remaining global-route overflow    0
  Gr usage total    11.3%
  Global-route wire length before repair    7710 um
  Antenna violations before repair    0
  Maximum number of pins on one net before global-route repair    19

Status
  Outcome    complete, no violations

Power
  Power per cell area    roughly 190 nW/um2
  Static power due to leakage    ~0.88 nW
  Max VDD drop    approximately 76 uV

Run
  # Max-Cap Violations    0
  Number of logged tool warnings    35

Min path
  Type of the tightest min-delay check    in2out
critical path, delay by kind of cell:
kind                     cells  cell delay, ns
AND-OR/OR-AND                9            2.06
XOR/XNOR                     3            0.62
adder cells (fa/ha/maj)      6            1.43
buffers and inverters        4            1.10
AND/OR/NAND/NOR              8            1.06
cells in the mapped netlist (all sizes together), types with 2 or more instances:
cell	n	area, um2
and2	6	37.5
a21oi	20	111
nand3b	4	33.8
mux2i	6	85.1
and3	5	36.3
a211oi	7	62.6
nor2b	2	12.5
or3	4	25.0
o22ai	4	25.0
nand3	5	25.0
ha	12	150
nand2	26	100
o21a	3	23.8
o22a	2	17.5
o211ai	8	60.1
a211o	2	17.5
o2111ai	2	17.5
nor4	2	27.5
buf	6	42.5
o211a	2	20.0
clkbuf	10	37.5
inv	16	60.1
nand4	4	25.0
a21o	6	46.3
nand2b	5	31.3
a2bb2oi	4	41.3
nor2	21	78.8
a31oi	9	56.3
nor3	3	20.0
a2111oi	2	55.1
o21ai	18	101
xnor2	7	76.3
mux2	4	52.6
a31o	2	17.5
how the worst min path moves through the flow:
| stage | startpoint | endpoint | slack [ns] | cells past startpoint |
|---|---|---|---|---|
| 4_1_cts | bin_in[0] | dec_1[0] | 4.56 | 0 |
| 5_1_grt | bin_in[0] | dec_1[0] | 4.56 | 0 |
| 6_report | bin_in[0] | dec_1[0] | 4.56 | 0 |
area by class of cell:
type,instances,area [um2],area share (%)
multi-input combinational,230,1750,80.9
timing repair buffer,31,285,13.2
tap,54,67.6,3.12
inverter,16,60.1,2.78
where the power goes:
part           switching (mW)  internal [mW]  leakage, nW  total, mW
combinational           0.196          0.221        0.877      0.418
clock                       0              0            0          0
sequential                  0              0            0          0
total                   0.196          0.221        0.877      0.418
through the flow:
stage          hold slack, ns  utilization, %  power, mW  area [um2]
2_1_floorplan            4.63               -      0.287        1860
3_5_place_dp             4.56            45.6      0.413        2130
3_3_place_gp             4.56            45.6      0.412        2130
4_1_cts                  4.56            45.6      0.414        2130
6_report                 4.56            46.4      0.418        2160
5_1_grt                  4.56            46.4      0.468        2160
per-layer routing:
metal	vias to the layer above	routed length (um)	GRT usage (%)
met5	-	0	0
met4	0	0	0.145
met3	0	175	1.01
met2	28	2100	20.5
met1	891	2180	15.0
li1	1026	-	-
logic make-up after synthesis:
group                      after synthesis  synth area share, %
AOI/OAI and AO/OA                      107                 46.2
xor gates and xnor gates                 7                 4.12
and+or+nand+nor                         91                 26.4
muxes                                   10                 7.43
other                                    1                0.202
adders and majority gates               12                 8.10
buffers and inverters                   32                 7.56
cells in the final DEF (no fill, tap or decap), types with 3 or more instances in the layout:
| cell | instances |
|---|---|
| a211oi_1 | 5 |
| a21o_1 | 5 |
| a21oi_1 | 17 |
| a21oi_2 | 3 |
| a2bb2oi_1 | 3 |
| a31oi_1 | 8 |
| and2_1 | 6 |
| and3_1 | 4 |
| buf_4 | 10 |
| clkdlybuf4s50_1 | 21 |
| conb_1 | 3 |
| ha_1 | 11 |
| inv_1 | 15 |
| mux2i_1 | 4 |
| nand2_1 | 25 |
| nand2b_1 | 5 |
| nand3_1 | 5 |
| nand3b_1 | 3 |
| nand4_1 | 4 |
| nor2_1 | 21 |
| o211ai_1 | 8 |
| o21ai_0 | 14 |
| o22ai_1 | 4 |
| or3_1 | 4 |
| xnor2_1 | 4 |
| xnor2_2 | 3 |
repair_timing:
item                                    in CTS  in global routing
endpoints found under the setup margin       0                  8
gates resized                                0                  6
buffers inserted                             0                  1
hold buffers                                 0                  0
No activity file was given, so power comes from the tool's default toggle rates.
